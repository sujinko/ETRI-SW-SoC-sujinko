==> flow/run.sh <==
#!/bin/bash
# OpenROAD 26Q1-2900-gdf79404cd8, Yosys 0.63+post, stock flow scripts
make -C /OpenROAD-flow-scripts/flow DESIGN_CONFIG=/design/flow/config.mk WORK_HOME=/design/flow/orfs finish
==> flow/constraint.sdc <==
current_design convolution

set clk_period 13.2
set clk_io_pct 0.2

create_clock -name clk0 -period $clk_period [get_ports {iCLK}]

set non_clock_inputs [all_inputs -no_clocks]
set_input_delay [expr $clk_period * $clk_io_pct] -clock clk0 $non_clock_inputs
set_output_delay [expr $clk_period * $clk_io_pct] -clock clk0 [all_outputs]
==> flow/design.v <==
module PE #(parameter BW1=16, BW2=16)
	   (input iCLK, iRSTn,
	    input signed [7:0] iW,
	    input signed [7:0] iX,
	    input signed [BW1-1:0] iPsum,
	    output reg signed [BW2-1:0] oPsum);
always@(posedge iCLK, negedge iRSTn)
begin
	if(!iRSTn)
	oPsum <=0;
	else 
	oPsum <= iW * iX + iPsum;
end
endmodule
module PE5 #(parameter BW1=16, BW2=19)
	     (input iCLK, iRSTn,
	      input signed [7:0] iW1,iW2,iW3,iW4,iW5,
	      input signed [7:0] iX,
	      input signed [BW1-1:0] iPsum,
	      output signed [BW2-1:0] oPsum);
wire signed[16:0] oPsum1,oPsum2;
wire signed[17:0]  oPsum3, oPsum4;
PE #(16,17)fa1(.iCLK(iCLK),.iRSTn(iRSTn),.iW(iW1),.iX(iX),.iPsum(iPsum),.oPsum(oPsum1));
PE #(17,17)fa2(.iCLK(iCLK),.iRSTn(iRSTn),.iW(iW2),.iX(iX),.iPsum(oPsum1),.oPsum(oPsum2));
PE #(17,18)fa3(.iCLK(iCLK),.iRSTn(iRSTn),.iW(iW3),.iX(iX),.iPsum(oPsum2),.oPsum(oPsum3));
PE #(18,18)fa4(.iCLK(iCLK),.iRSTn(iRSTn),.iW(iW4),.iX(iX),.iPsum(oPsum3),.oPsum(oPsum4));
PE #(18,19)fa5(.iCLK(iCLK),.iRSTn(iRSTn),.iW(iW5),.iX(iX),.iPsum(oPsum4),.oPsum(oPsum));
endmodule
module convolution #(parameter BW1=16, BW2=16)
	    (input iCLK, iRSTn,iWren,
             input signed [7:0] iX,
	     input [7:0] iWeight,
	     input [4:0] iADDR,
	     output signed [BW2-1:0] oPsum);
wire signed [7:0]iW1,iW2,iW3,iW4,iW5,iW6,iW7,iW8,iW9,iW10,iW11,iW12,iW13,iW14,iW15,iW16,iW17,iW18,iW19,iW20,iW21,iW22,iW23,iW24,iW25;
wire signed [18:0] a1,a4,a7,a10,a13;
wire signed [15:0] a2,a3,a5,a6,a8,a9,a11,a12;
reg [7:0] x0;
always@(posedge iCLK, negedge iRSTn)
begin
	if(!iRSTn)
	x0 <=0;
	else 
	x0 <= iX;
end
regist re1 (.iCLK(iCLK), .iRSTn(iRSTn), .iWren(iWren),.iWeight(iWeight),.iAddr(iADDR) ,.iW1(iW1),.iW2(iW2),.iW3(iW3),.iW4(iW4),.iW5(iW5),.iW6(iW6),.iW7(iW7),.iW8(iW8),.iW9(iW9),.iW10(iW10),.iW11(iW11),.iW12(iW12),.iW13(iW13),.iW14(iW14),.iW15(iW15),.iW16(iW16),.iW17(iW17),.iW18(iW18),.iW19(iW19),.iW20(iW20),.iW21(iW21),.iW22(iW22),.iW23(iW23),.iW24(iW24),.iW25(iW25));
PE5   #(16,19)st1 (.iCLK(iCLK),.iRSTn(iRSTn),.iW1(iW1),.iW2(iW2),.iW3(iW3),.iW4(iW4),.iW5(iW5),.iX(x0),.iPsum(0),.oPsum(a1));
sat   st2 (.iData(a1), .oData(a2));
delay st3 (.iCLK(iCLK),.iRSTn(iRSTn), .iData(a2), .oData(a3));
PE5   #(16,19)nd1 (.iCLK(iCLK),.iRSTn(iRSTn),.iW1(iW6),.iW2(iW7),.iW3(iW8),.iW4(iW9),.iW5(iW10),.iX(x0),.iPsum(a3),.oPsum(a4));
sat   nd2 (.iData(a4), .oData(a5));
delay nd3 (.iCLK(iCLK),.iRSTn(iRSTn), .iData(a5), .oData(a6));
PE5   #(16,19)rd1 (.iCLK(iCLK),.iRSTn(iRSTn),.iW1(iW11),.iW2(iW12),.iW3(iW13),.iW4(iW14),.iW5(iW15),.iX(x0),.iPsum(a6),.oPsum(a7));
sat   rd2 (.iData(a7), .oData(a8));
delay rd3 (.iCLK(iCLK),.iRSTn(iRSTn), .iData(a8), .oData(a9));
PE5   #(16,19)th1 (.iCLK(iCLK),.iRSTn(iRSTn),.iW1(iW16),.iW2(iW17),.iW3(iW18),.iW4(iW19),.iW5(iW20),.iX(x0),.iPsum(a9),.oPsum(a10));
sat   th2 (.iData(a10), .oData(a11));
delay th3 (.iCLK(iCLK),.iRSTn(iRSTn), .iData(a11), .oData(a12));
PE5   #(16,19)fi1 (.iCLK(iCLK),.iRSTn(iRSTn),.iW1(iW21),.iW2(iW22),.iW3(iW23),.iW4(iW24),.iW5(iW25),.iX(x0),.iPsum(a12),.oPsum(a13));
sat   fi2 (.iData(a13), .oData(oPsum));
endmodule
module delay #(parameter N=16, D=26)
	      (input iCLK, iRSTn,
	       input [N-1:0] iData,
	       output [N-1:0] oData );
wire [N-1:0] data_arr[0:D];
assign data_arr[0] = iData;
genvar i;
generate for (i=0;i<D;i=i+1) begin: gen_dff
dff#(N) u_dff(.iCLK(iCLK), .iRSTn(iRSTn), .iData(data_arr[i]), .oData(data_arr[i+1]));
			     end
endgenerate
assign oData = data_arr[26];
endmodule
module dff #(parameter N=16, D=26)
			( input iCLK, iRSTn, 
		     	  input signed [N-1:0] iData,
			 output reg signed[N-1:0] oData );
always@(posedge iCLK, negedge iRSTn)
begin
	if(!iRSTn)
	oData <=0;
	else 
	oData <= iData;
end
endmodule
module regist (input iCLK,iRSTn,iWren,
               input [7:0] iWeight,
               input [4:0] iAddr,
	    output reg signed [7:0]  iW1,iW2,iW3,iW4,iW5,iW6,iW7,iW8,iW9,iW10,iW11,iW12,iW13,iW14,iW15,iW16,iW17,iW18,iW19,iW20,iW21,iW22,iW23,iW24,iW25);
wire [24:0] en;
assign en[0] = (iAddr==1 && iWren==1)?1:0;
assign en[1] = (iAddr==2 && iWren==1)?1:0;
assign en[2] = (iAddr==3 && iWren==1)?1:0;
assign en[3] = (iAddr==4 && iWren==1)?1:0;
assign en[4] = (iAddr==5 && iWren==1)?1:0;
assign en[5] = (iAddr==6 && iWren==1)?1:0;
assign en[6] = (iAddr==7 && iWren==1)?1:0;
assign en[7] = (iAddr==8 && iWren==1)?1:0;
assign en[8] = (iAddr==9 && iWren==1)?1:0;
assign en[9] = (iAddr==10 && iWren==1)?1:0;
assign en[10] = (iAddr==11 && iWren==1)?1:0;
assign en[11] = (iAddr==12 && iWren==1)?1:0;
assign en[12] = (iAddr==13 && iWren==1)?1:0;
assign en[13] = (iAddr==14 && iWren==1)?1:0;
assign en[14] = (iAddr==15 && iWren==1)?1:0;
assign en[15] = (iAddr==16 && iWren==1)?1:0;
assign en[16] = (iAddr==17 && iWren==1)?1:0;
assign en[17] = (iAddr==18 && iWren==1)?1:0;
assign en[18] = (iAddr==19 && iWren==1)?1:0;
assign en[19] = (iAddr==20 && iWren==1)?1:0;
assign en[20] = (iAddr==21 && iWren==1)?1:0;
assign en[21] = (iAddr==22 && iWren==1)?1:0;
assign en[22] = (iAddr==23 && iWren==1)?1:0;
assign en[23] = (iAddr==24 && iWren==1)?1:0;
assign en[24] = (iAddr==25 && iWren==1)?1:0;
always@(posedge iCLK, negedge iRSTn)
begin
	if(!iRSTn)
	iW1 <= 0;
        else if (en[0])
	iW1 <= iWeight;
end
always@(posedge iCLK, negedge iRSTn)
begin
	if(!iRSTn)
	iW2 <= 0;
        else if (en[1] )
	iW2 <= iWeight;
end
always@(posedge iCLK, negedge iRSTn)
begin
	if(!iRSTn)
	iW3 <= 0;
        else if (en[2])
	iW3 <= iWeight;
end
always@(posedge iCLK, negedge iRSTn)
begin
	if(!iRSTn)
	iW4 <= 0;
        else if (en[3])
	iW4 <= iWeight;
end
always@(posedge iCLK, negedge iRSTn)
begin
	if(!iRSTn)
	iW5 <= 0;
        else if (en[4])
	iW5 <= iWeight;
end
always@(posedge iCLK, negedge iRSTn)
begin
	if(!iRSTn)
	iW6 <= 0;
        else if (en[5])
	iW6 <= iWeight;
end
always@(posedge iCLK, negedge iRSTn)
begin
	if(!iRSTn)
	iW7 <= 0;
        else if (en[6])
	iW7 <= iWeight;
end
always@(posedge iCLK, negedge iRSTn)
begin
	if(!iRSTn)
	iW8 <= 0;
        else if (en[7])
	iW8 <= iWeight;
end
always@(posedge iCLK, negedge iRSTn)
begin
	if(!iRSTn)
	iW9 <= 0;
        else if (en[8])
	iW9 <= iWeight;
end
always@(posedge iCLK, negedge iRSTn)
begin
	if(!iRSTn)
	iW10 <= 0;
        else if (en[9])
	iW10 <= iWeight;
end
always@(posedge iCLK, negedge iRSTn)
begin
	if(!iRSTn)
	iW11 <= 0;
        else if (en[10])
	iW11 <= iWeight;
end
always@(posedge iCLK, negedge iRSTn)
begin
	if(!iRSTn)
	iW12 <= 0;
        else if (en[11])
	iW12 <= iWeight;
end
always@(posedge iCLK, negedge iRSTn)
begin
	if(!iRSTn)
	iW13 <= 0;
        else if (en[12])
	iW13 <= iWeight;
end
always@(posedge iCLK, negedge iRSTn)
begin
	if(!iRSTn)
	iW14 <= 0;
        else if (en[13])
	iW14 <= iWeight;
end
always@(posedge iCLK, negedge iRSTn)
begin
	if(!iRSTn)
	iW15 <= 0;
        else if (en[14])
	iW15 <= iWeight;
end
always@(posedge iCLK, negedge iRSTn)
begin
	if(!iRSTn)
	iW16 <= 0;
        else if (en[15])
	iW16 <= iWeight;
end
always@(posedge iCLK, negedge iRSTn)
begin
	if(!iRSTn)
	iW17 <= 0;
        else if (en[16])
	iW17 <= iWeight;
end
always@(posedge iCLK, negedge iRSTn)
begin
	if(!iRSTn)
	iW18 <= 0;
        else if (en[17])
	iW18 <= iWeight;
end
always@(posedge iCLK, negedge iRSTn)
begin
	if(!iRSTn)
	iW19 <= 0;
        else if (en[18])
	iW19 <= iWeight;
end
always@(posedge iCLK, negedge iRSTn)
begin
	if(!iRSTn)
	iW20 <= 0;
        else if (en[19])
	iW20 <= iWeight;
end
always@(posedge iCLK, negedge iRSTn)
begin
	if(!iRSTn)
	iW21 <= 0;
        else if (en[20])
	iW21 <= iWeight;
end
always@(posedge iCLK, negedge iRSTn)
begin
	if(!iRSTn)
	iW22 <= 0;
        else if (en[21])
	iW22 <= iWeight;
end
always@(posedge iCLK, negedge iRSTn)
begin
	if(!iRSTn)
	iW23 <= 0;
        else if (en[22])
	iW23 <= iWeight;
end
always@(posedge iCLK, negedge iRSTn)
begin
	if(!iRSTn)
	iW24 <= 0;
        else if (en[23] )
	iW24 <= iWeight;
end
always@(posedge iCLK, negedge iRSTn)
begin
	if(!iRSTn)
	iW25 <= 0;
        else if (en[24])
	iW25 <= iWeight;
end
endmodule
module sat ( input signed [18:0] iData,
	         output signed [15:0] oData);
assign oData = (-32768 >= iData) ? -32768 :
	       (32767 <= iData) ? 32767: iData;
endmodule
==> flow/config.mk <==
export PLATFORM = sky130hd
export DESIGN_NAME = convolution
export DESIGN_NICKNAME = convolution
export VERILOG_FILES = /design/flow/design.v
export SDC_FILE = /design/flow/constraint.sdc
export NUM_CORES = 4
export LEC_CHECK = 1
export CORE_UTILIZATION = 40
==> impl_metrics.csv <==
group,metric,value,unit
logic_synthesis,largest_area_cell,"dfrtp_1",
clock_network,cts.hold.buffers_added,0,
final_timing,setup-tns-final,0,ps
detailed_routing,routed_wl,269600,µm
worst_setup_path,crit_path_end_kind,"flop",
detailed_routing,antenna_left,0,
clock_network,cts-root-buf,"clkbuf_16",
global_routing,grt_use_total,17.47,%
global_routing,grt_pass1_vias,83030,
detailed_routing,dr.first_iter.drc_count,2948,
logic_synthesis,edf_count,0,
placement,portBuffers,39,
logic_synthesis,netlist-cell-type-count,75,
placement,dp_slack,5979,ps
layout,ff_latch_area,57990,µm²
worst_setup_path,crit_slowest_cell,"dfrtp_4",
clock_network,post_cts_buffers,0,
flow_run,warnings,90,
placement,routabilityCongestion,0.8783,
worst_setup_path,critPathMostFrequentCell,"fa_1",
worst_setup_path,cp_cell_sequence,"buf_4 -> buf_4 -> buf_4 -> and2_1 -> inv_1 -> fa_1 -> inv_1 -> fa_1 -> fa_1 -> fa_1 -> fa_1 -> ha_1 -> o21a_1 -> o31a_1 -> o211ai_1 -> a21oi_1 -> a2111oi_2 -> a21oi_1 -> xnor2_1",
clock_network,tritoncts,"built",
final_timing,fmax,140.0,MHz
final_timing,drv_slew,0,
placement,dp_cells,15780,
clock_network,cts_buffers,234,
logic_synthesis,avgSynthCellArea,12.44,µm²
logic_synthesis,syn_inst,11320,
final_timing,hold_viol,0,
worst_setup_path,crit_arrival,7840,ps
detailed_routing,detail_route.wl_per_cell,16.63,µm
floorplan,row_count,217,
floorplan,fp.dieH,595.4,µm
floorplan,initCoreUtil,40.24,%
final_timing,timing.final.ws_setup,6057,ps
detailed_routing,via_per_inst,4.569,
final_timing,setup_violations,0,
clock_network,clock_latency,950,ps
detailed_routing,drc,0,
logic_synthesis,ys_area,140800,µm²
final_timing,tightestPinTransition,923.6,ps
final_timing,rsz0062_at_grt,"no",
worst_setup_path,worst-path-buf-inv,5,
final_timing,finalCritPeriodShare,54.12,%
layout,layout.cells.most_common,"dfrtp_1",
logic_synthesis,topCellsByArea,"dfrtp_1 (41%), fa_1 (28%), ha_1 (9.1%)",
global_routing,antenna_found_initial,11,
layout,synthToLayoutAreaGrowth,10.10,%
flow_run,maxCapViolations,0,
worst_setup_path,start_kind,"flop",
logic_synthesis,synth_area,140800,µm²
detailed_routing,via_count,74100,
logic_synthesis,ys_cells,11320,
logic_synthesis,synth_top_area_share,41.15,%
global_routing,grt_max_degree,138,
placement,dpl.hpwl,197500,µm
run_status,outcome,"completed",
logic_synthesis,synthArstFlopShare,100.0,%
worst_setup_path,crit_type,"flop to flop",
layout,layout.cells.non_filler,16220,
layout,drive_gt1_share,6.514,%
global_routing,globalRoute.totalOverflow,0,
final_timing,relSlewSlack,38.20,%
final_timing,skew,130.4,ps
clock_network,htree_levels,4,
final_timing,post-route-min-period,7143,ps
hold_path,worstHoldPathType,"flop to flop",
logic_synthesis,ys_seq_share,41.15,%
layout,comb_area,73670,µm²
floorplan,die_area,354500,µm²
global_routing,grt_pass1_wl,459200,µm
clock_network,cts_buffer_depth,4,
worst_setup_path,slowest_delay,740,ps
floorplan,die_width,595.4,µm
clock_network,cts.sinks,2316,
floorplan,core_area,350000,µm²
final_timing,hold_ws,276.6,ps
layout,nFillCells,31300,
logic_synthesis,ys_ff,2316,
floorplan,boundaryPins,40,
worst_setup_path,crit_required,13900,ps
detailed_routing,dr.pass1.iters,5,
logic_synthesis,synth-main-ff-cell,"dfrtp_1",
worst_setup_path,cp_top_family,"adder cells",
logic_synthesis,yosysWarnings,10,
layout,most-common-layout-cells,"dfrtp_1 (2308), inv_1 (2168), fa_1 (1959)",
clock_network,path_clk_slew,70,ps
worst_setup_path,worstPathMaxFanout,37,
clock_network,cts_resized,0,
-- final cells by class --
type                       count  share of cell area, %
clock inverter               124                  1.116
multi-input combinational   6550                  47.52
antenna                       12                0.01937
inverter                    2169                  5.256
clock buffer                 300                  4.169
sequential                  2316                  37.40
timing repair buffer         147                 0.8166
tap                         4599                  3.711
-- synthesized netlist by cell type, drive strengths merged (9+ instances only) --
| master | number |
|---|---|
| nand2b | 63 |
| nor3 | 51 |
| o31ai | 9 |
| and3 | 18 |
| nand2 | 695 |
| a31oi | 12 |
| inv | 2169 |
| o21ai | 101 |
| nand4 | 27 |
| nor2b | 58 |
| nor4 | 46 |
| clkbuf | 226 |
| o31a | 16 |
| xor2 | 78 |
| o21a | 52 |
| buf | 56 |
| a41oi | 9 |
| or2 | 14 |
| o211ai | 30 |
| mux2 | 200 |
| fa | 1959 |
| a211oi | 14 |
| and2 | 827 |
| a21o | 44 |
| dfrtp | 2316 |
| a21oi | 203 |
| nor2 | 456 |
| o21bai | 39 |
| nand3 | 35 |
| ha | 1020 |
| or3 | 28 |
| xnor2 | 344 |
-- through the flow --
stage	cell area, µm²	utilization (%)
final	155100	44.30
after global placement	146800	41.95
after detailed placement	146800	41.95
after CTS	155000	44.30
after global routing	155000	44.30
after floorplan	140800	-
-- sequential cells by signal (all words and copies together), names as in the netlist, 19 cells and up --
name and cells:
fi1.fa5.oPsum 19, th3.gen_dff.u_dff.oData 416, st3.gen_dff.u_dff.oData 416, th1.fa5.oPsum 19, nd1.fa5.oPsum 19, nd3.gen_dff.u_dff.oData 416, rd1.fa5.oPsum 19, rd3.gen_dff.u_dff.oData 416
st1.fa5.oPsum 19
-- kinds of logic (layout without fill, tap and decap cells) --
| logic type | after synthesis | after routing | synth area share, % |
|---|---|---|---|
| adder cells (fa/ha/maj) | 2979 | 2979 | 36.91 |
| buffers and inverters | 2451 | 2740 | 6.534 |
| AND/OR/NAND/NOR | 2339 | 2339 | 8.320 |
| flip-flops | 2316 | 2316 | 41.15 |
| AND-OR/OR-AND | 607 | 607 | 2.839 |
| XOR/XNOR | 422 | 422 | 2.624 |
| multiplexers | 203 | 203 | 1.621 |
| other | 0 | 12 | 0 |
-- worst paths after layout --
| kind | start | end | slack, ps | cells past startpoint |
|---|---|---|---|---|
| setup / recovery | x0[0]$_DFF_PN0_ | fi1.fa2.oPsum[16]$_DFF_PN0_ | 6060 | 19 |
| hold / removal | nd3.gen_dff[24].u_dff.oData[10]$_DFF_PN0_ | nd3.gen_dff[25].u_dff.oData[10]$_DFF_PN0_ | 280 | 0 |
| setup reg to reg | x0[0]$_DFF_PN0_ | fi1.fa2.oPsum[16]$_DFF_PN0_ | 6060 | 19 |
| hold reg to reg | nd3.gen_dff[24].u_dff.oData[10]$_DFF_PN0_ | nd3.gen_dff[25].u_dff.oData[10]$_DFF_PN0_ | 280 | 0 |
| max in group asynchronous | iRSTn | st3.gen_dff[8].u_dff.oData[2]$_DFF_PN0_ | 8170 | 5 |
| min in group asynchronous | iRSTn | th1.fa5.oPsum[16]$_DFF_PN0_ | 1620 | 1 |
-- metal layers --
metal	global-route usage (%)	routed length (µm)	up-vias
met4	3.079	6178	8
met5	0.5139	265	-
met3	6.771	23500	346
li1	-	-	34490
met2	25.17	121600	1626
met1	26.89	118100	37630
